[/design/flow/config.mk]
export PLATFORM = sky130hd
export DESIGN_NAME = PCAdder
export DESIGN_NICKNAME = PCAdder
export VERILOG_FILES = /design/flow/design.v
export SDC_FILE = /design/flow/constraint.sdc
export NUM_CORES = 4
export LEC_CHECK = 1
export CORE_AREA = 10 10 70 70
export DIE_AREA = 0 0 80 80
[/design/flow/design.v]
`timescale 1ns / 1ps
module PCAdder(PCResult, PCAddResult);
    input [31:0] PCResult;
    output reg [31:0] PCAddResult;
    always @* begin
        PCAddResult <= PCResult + 4;
    end
endmodule
[/design/flow/constraint.sdc]
current_design PCAdder

set clk_period 6.9
set clk_io_pct 0.2

create_clock -name clk0 -period $clk_period

set non_clock_inputs [all_inputs -no_clocks]
set_input_delay [expr $clk_period * $clk_io_pct] -clock clk0 $non_clock_inputs
set_output_delay [expr $clk_period * $clk_io_pct] -clock clk0 [all_outputs]
[/design/flow/run.sh]
#!/bin/bash
# OpenROAD 26Q1-2900-gdf79404cd8, Yosys 0.63+post, stock flow scripts
make -C /OpenROAD-flow-scripts/flow DESIGN_CONFIG=/design/flow/config.mk WORK_HOME=/design/flow/orfs finish
==> ci_impl_report.md <==
## Implementation flow summary

| Metric | Value |
|---|---|
| Register area | 0 um^2 |
| Drt total wl | between 2000 and 2500 um |
| Post-DR wirelength/cell | about 12 um |
| Area leader, netlist | xnor2_1 |
| Top-count cell post-synth | xnor2_1 |
| Post-Synthesis Cell Area | 581 um^2 |
| Via count | just under 800 |
| Final Non-Filler Cells | around 190 |
| Peak supply drop | roughly 0.000018 V |
| Post-placement worst setup slack | approximately 1.9 ns |
| Ant diodes | 0 |
| Leakage | approximately 0.42 nW |
| Largest net degree at the start of global routing | 9 |
| CP max FO | 8 |
| Clock buf count | 0 |
| Synthesis warning total | 1 |
| Area of the core | roughly 3400 um^2 |
| P&R area growth vs syn | 111% |
| Worst Setup SP | PCResult[2] |
| Final Hold Violating Endpoints | 0 |
| Post-CTS Hold Buffers | 0 |
| Top post-synthesis cells by area | xnor2_1, xor2_1, nand4_1 |
| Status | complete, no violations |
| Placed cell count | 187 |
| # setup viols final | 0 |
| Gr ovfl total | 0 |
| Post-CTS Setup Repair Bufs | 0 |
| Synth cell count leaders | xnor2_1, nand2_1, nand3_1 |
| Slew Limit Fails | 0 |
| OpenROAD warnings | 32 |
| Max Cap Viol | 0 |
| Crit path depth | 7 |
| Starting DRT DRC Count | 18 |
| Setup crit start kind | primary input |
| Post-layout min period | roughly 5.0 ns |
| First-pass GRT wire length | around 3800 um |
| Critical path endpoint | PCAddResult[28] |
| FILL cells | ~360 |
| DR DRC count | 0 |
| HPWL Detailed | 1990 um |
| GRT Util Overall | 0.0693 |
| Via/cell ratio | between 4 and 5 |
| Routability cong. | approximately 0.72 |
| Die area | ~6400 um^2 |
| Fin util | 0.358 |
| Die X-Extent | 80 um |
| Site row count | 21 |
| I/O Buffers | 60 |
| Hold WC Path Type | in2out |
| Starting Density | 0.170 |
| Yosys cell types | 18 |
| Critical Path RT | roughly 5.5 ns |
| Fmax | between 200 and 250 MHz |
| Die height | 80 um |
| Post-synthesis cell count | 83 |
| RSZ-0062 raised after global routing | no |
| CP Data Arrival Time | approximately 3.6 ns |
| Setup Crit Path Kind | in2out |
| Initial antenna violation count | 0 |
| Max incr delay on CP | ~0.52 ns |
| Layout cells sized above 1 | 0.0496 |
| Vias in the first global route | between 800 and 900 |
| Comb. cell area | 558 um^2 |
| # Cells Yosys | 83 |
| Worst Setup End Kind | primary output |
| Crit path max-delay family | buffers and inverters |
| Setup TNS Final | 0 ns |
| Seq_cells | 0 |
| Final setup margin | between 1.5 and 2 ns |
| Post-route antenna net violation count | 0 |
| Avg Inst Size Synth | between 6 and 7 um^2 |
| Final period utilization | 0.725 |
| Io pins | around 64 |
| Pwr Density | around 45 nW/um^2 |
| Detailed Routing Iterations Pass 1 | 2 |
| Post-CTS sizing | 0 |
| WP buf/inv | 2 |
| Worst Max-Slew Pin Slew | 0.517 ns |
| Crit path cell chain | clkdlybuf4s50_1 -> ha_1 -> nand3_1 -> nor4_4 -> nand4_1 -> xnor2_1 -> clkdlybuf4s50_1 |
| Post-synthesis sequential area ratio | 0 |
| Yosys stat area | 581 um^2 |
| Slew headroom | 0.653 |
| Most numerous cell on the critical path | clkdlybuf4s50_1 |
| Top-area cell share | 0.317 |
| Final Power | 0.0550 mW |
| Worst path slowest cell | clkdlybuf4s50_1 |
## final cells by class
type                       instances  share of cell area
tap                               46              0.0470
inverter                           2             0.00613
timing repair buffer              60               0.491
multi-input combinational         79               0.456
## cell usage in the layout, fill, tap and decap left out, types with 3 or more instances in the layout
master           netlist  routed
xor2_1                 7       7
nand2_1               10      10
xnor2_1               21      21
clkdlybuf4s50_1        0      60
nor3_1                 3       3
nor2_1                 7       7
nand3_1               10      10
nand4_1                9       9
## cell families after synthesis
kind of cell  synth area share
simple gates             0.517
fa+ha+maj               0.0215
xor+xnor                 0.422
buf+inv                 0.0388
## worst min path at each step
stage,start,to,cells past startpoint
after global routing,PCResult[0],PCAddResult[0],0
final,PCResult[0],PCAddResult[0],0
after CTS,PCResult[0],PCAddResult[0],0
## power breakdown
part | internal, mW | switching, mW
Clock | 0 | 0
Combinational | 0.0384 | 0.0166
Sequential | 0 | 0
Total | 0.0384 | 0.0166
## per-layer routing
layer / GRT usage / wire [um] / up-vias
met5: 0 / 0 / -
met4: 0 / 0 / 0
met3: 0.0341 / 304 / 0
met2: 0.123 / 1050 / 30
met1: 0.0771 / 873 / 343
li1: - / - / 407
## through the flow
stage | hold WS (ns) | area (um^2)
finish | 2.76 | 1220
global route | 2.76 | 1220
CTS | 2.76 | 1220
detailed placement | 2.76 | 1220
global placement | 2.76 | 1220
floorplan | 2.77 | 581
Power and IR drop assume default switching activity.
