==> /design/flow/design.v <==
`timescale 1ns / 1ps
module ALU32Bit(ALUControl, A, B, ALUResult, Zero);
	input [5:0] ALUControl;  
	input [31:0] A;	     
	input [31:0] B;
	output reg [31:0] ALUResult;	 
	output reg Zero;	     
	always @(*) begin
		case (ALUControl)
			6'b100000:  
				ALUResult <= A + B;
			6'b100010:  
				ALUResult <= A - B;   
			6'b011000:  
				ALUResult <= A * B;
			6'b100100:  
				ALUResult <= A & B;
			6'b100101:  
				ALUResult <= A | B;
			6'b100111:  
				ALUResult <= ~(A | B);
			6'b100110:  
				ALUResult <= A ^ B;
			6'b000000:  
				ALUResult <= A << (B[4:0]);
			6'b000010:  
				ALUResult <= A >> (B[4:0]);
			6'b101010:  
				ALUResult <= (A < B) ? 32'b1 : 32'b0;
			6'b001000:  
				ALUResult = A;
			6'b000001: begin  
				if (B == 1) begin   
					Zero = (A >= 0) ? 1'b1 : 1'b0;
				end
				else if (B == 0) begin   
					Zero = (A < 0) ? 1'b1 : 1'b0;
				end
			end
			6'b000100:  
    				Zero <= (A == B) ? 1'b1 : 1'b0;
			6'b000101:  
   				    Zero <= (A != B) ? 1'b1 : 1'b0;
			6'b000111:  
    				Zero <= (A > 0) ? 1'b1 : 1'b0;
			6'b000110:  
    				Zero <= (A <= 0) ? 1'b1 : 1'b0;
		  	6'b000010:  
			  	ALUResult = 32'b0;
		  	6'b000011:  
			  	ALUResult = 32'b0;
			default: begin
				ALUResult <= 32'b0;
				Zero <= 1'b0;
			end
		endcase
	end
endmodule
`timescale 1ns / 1ps
module ALUAdd(A, B, ALUAddResult);
    input [31:0] A;
    input [31:0] B;
    output reg [31:0] ALUAddResult;
    always @(*) begin
        ALUAddResult <= A + B;
    end
endmodule
`timescale 1ns / 1ps
module ALUControl(ALUOp, funct, ALUControl);
  input [5:0] ALUOp;
  input [5:0] funct;
  output reg [5:0] ALUControl;
  always @(*) begin
    if (ALUOp == 6'b000000) begin
        case (funct)
           6'b100000:  
              ALUControl = 6'b100000;
	       6'b100010:  
              ALUControl = 6'b100010;
	       6'b011000:  
              ALUControl = 6'b011000;
	       6'b100100:  
              ALUControl = 6'b100100;
	       6'b100101:  
              ALUControl = 6'b100101;
	       6'b100111:  
              ALUControl = 6'b100111;
	       6'b100110:  
              ALUControl = 6'b100110;
	       6'b000000:  
              ALUControl = 6'b000000;
	       6'b000010:  
              ALUControl = 6'b000010;
            6'b101010:  
	      ALUControl = 6'b101010;
	       6'b001000:  
	      ALUControl = 6'b001000;
	    endcase
	end
	else begin
	    case (ALUOp)
           6'b101011:  
              ALUControl = 6'b100000;
	       6'b100011:  
	          ALUControl = 6'b100000;
	       6'b001000:  
	          ALUControl = 6'b100000;
	       6'b001100:  
		      ALUControl = 6'b100100;
	       6'b001101:  
		      ALUControl = 6'b100101;
	       6'b001110:  
		      ALUControl = 6'b100110;
	       6'b001010:  
		      ALUControl = 6'b101010;
	       6'b101000:  
		      ALUControl = 6'b100000;
   	        6'b100000:  
		      ALUControl = 6'b100000;
	       6'b101001:  
		      ALUControl = 6'b100000;
	       6'b100001:  
		      ALUControl = 6'b100000;
	       6'b000001:  
		      ALUControl = 6'b000001;
	       6'b000100:  
		      ALUControl = 6'b000100;
	       6'b000101:  
		      ALUControl = 6'b000101;
	       6'b000111:  
		      ALUControl = 6'b000111;
	       6'b000110:  
		      ALUControl = 6'b000110;
	       6'b000010:  
		      ALUControl = 6'b000010;
	       6'b000011:  
		      ALUControl = 6'b000011;
    endcase
    end
  end
endmodule
`timescale 1ns / 1ps
module Mux32Bit2To1(inA, inB, sel, out);
    input [31:0] inA;
    input [31:0] inB;
    input sel;
    output reg [31:0] out;
    always @(*) begin
        if (sel == 0) begin
            out <= inA;
        end 
        if (sel == 1) begin
            out <= inB;
        end
    end
endmodule
`timescale 1ns / 1ps
module ShiftLeft2(in, out);
    input [31:0] in;
    output reg [31:0] out;
    always @(*) begin 
        out <= in * 4;
    end
endmodule
`timescale 1ns / 1ps
module stage_EX (RegWrite_in_EX, MemtoReg_in_EX, Branch_in_EX, MemRead_in_EX, MemWrite_in_EX, RegDst_EX, ALUOp_EX, ALUSrc_EX, 
                 PCAddResult_EX, ReadData1_EX, ReadData2_in_EX, SignExtResult_EX, rt_EX, rd_EX, RegWrite_out_EX, MemtoReg_out_EX, 
                 Branch_out_EX, MemRead_out_EX, MemWrite_out_EX, ALUAddResult_EX, Zero_EX, ALUResult_EX, ReadData2_out_EX, 
                 mux2_result_EX, Clk_in_EX, Clk_out_EX);
  input RegWrite_in_EX;
  input MemtoReg_in_EX;
  input Branch_in_EX;
  input MemRead_in_EX;
  input MemWrite_in_EX;
  input RegDst_EX;
  input [5:0] ALUOp_EX;
  input ALUSrc_EX;
  input [31:0] PCAddResult_EX;
  input [31:0] ReadData1_EX;
  input [31:0] ReadData2_in_EX;
  input [31:0] SignExtResult_EX;
  input [4:0] rt_EX;
  input [4:0] rd_EX;
  input Clk_in_EX;
  output RegWrite_out_EX;
  output MemtoReg_out_EX;
  output Branch_out_EX;
  output MemRead_out_EX;
  output MemWrite_out_EX;
  output [31:0] ALUAddResult_EX;
  output Zero_EX;
  output [31:0] ALUResult_EX;
  output [31:0] ReadData2_out_EX;
  output [31:0] mux2_result_EX;
  output Clk_out_EX;
  wire [31:0] SL_result_EX;
  wire [31:0] mux1_result_EX;
  wire [5:0] ALUControl_EX;
  assign RegWrite_out_EX = RegWrite_in_EX;
  assign MemtoReg_out_EX = MemtoReg_in_EX;
  assign Branch_out_EX = Branch_in_EX;
  assign MemRead_out_EX = MemRead_in_EX;
  assign MemWrite_out_EX = MemWrite_in_EX;
  assign ReadData2_out_EX = ReadData2_in_EX;
  assign Clk_out_EX = Clk_in_EX;
  ShiftLeft2 c1(SignExtResult_EX, SL_result_EX);
  ALUAdd c2(PCAddResult_EX, SL_result_EX, ALUAddResult_EX);
  Mux32Bit2To1 c3(ReadData2_in_EX, SignExtResult_EX, ALUSrc_EX, mux1_result_EX);
  ALUControl c4(ALUOp_EX, SignExtResult_EX, ALUControl_EX);     
  ALU32Bit c5(ALUControl_EX, ReadData1_EX, mux1_result_EX, ALUResult_EX, Zero_EX);
  Mux32Bit2To1 c6(rt_EX, rd_EX, RegDst_EX, mux2_result_EX);
endmodule
==> /design/flow/run.sh <==
#!/bin/bash
# OpenROAD 26Q1-2900-gdf79404cd8, Yosys 0.63+post, stock flow scripts
make -C /OpenROAD-flow-scripts/flow DESIGN_CONFIG=/design/flow/config.mk WORK_HOME=/design/flow/orfs finish
==> /design/flow/config.mk <==
export PLATFORM = sky130hd
export DESIGN_NAME = stage_EX
export DESIGN_NICKNAME = stage_EX
export VERILOG_FILES = /design/flow/design.v
export SDC_FILE = /design/flow/constraint.sdc
export NUM_CORES = 4
export LEC_CHECK = 1
export CORE_UTILIZATION = 40
==> /design/flow/constraint.sdc <==
current_design stage_EX

set clk_period 30.7
set clk_io_pct 0.2

create_clock -name clk0 -period $clk_period

set non_clock_inputs [all_inputs -no_clocks]
set_input_delay [expr $clk_period * $clk_io_pct] -clock clk0 $non_clock_inputs
set_output_delay [expr $clk_period * $clk_io_pct] -clock clk0 [all_outputs]
==> impl_metrics.env <==
# source this file to load flow results
export IMPL_grt_first_pass_wirelength_mm=175
export IMPL_crit_arrival_ps=10190
export IMPL_grt_overflow_total=0
export IMPL_yosys_warnings=8
export IMPL_initCoreUtil_pct=40.7
export IMPL_stdcell_count=4474
export IMPL_synth_area_um2=27000
export IMPL_grt_busiest_layer="met2"
export IMPL_edf_count=0
export IMPL_met2_usage_pct=53.8
export IMPL_critPathRequiredTime_ps=24560
export IMPL_yosysTopAreaCellShare_pct=30.5
export IMPL_hold_path_class="in2out"
export IMPL_hold_buffers=0
export IMPL_hpwl_mm=90.2
export IMPL_layout_drive_gt1_share_pct=4.61
export IMPL_area_growth_pct=11.0
export IMPL_finalSetupTns_ps=0
export IMPL_drt_iter0_markers=2372
export IMPL_layout_top_cells="nor2_1 (531), inv_1 (482), fa_1 (411)"
export IMPL_wire_per_inst_um=26.7
export IMPL_top_cells_by_area="fa_1 (30%), ha_1 (12%), nor2_1 (7.4%), inv_1 (6.7%), nand2_1 (4.6%)"
export IMPL_grt_pass1_vias=26279
export IMPL_mostFrequentLayoutCell="nor2_1"
export IMPL_fp_dieW_um=262
export IMPL_max_freq_ghz=0.0612
export IMPL_firstDrtPassIters=8
export IMPL_maxSlewHeadroom_pct=24.7
export IMPL_rsz0062_at_grt="no"
export IMPL_pin_count=287
export IMPL_warning_count=97
export IMPL_yosys_register_bits=39
export IMPL_worstSetupPathType="in2out"
export IMPL_avgSynthCellArea_um2=7.70
export IMPL_fin_crit_ps=16330
export IMPL_cp_end_kind="primary output"
export IMPL_final_hold_viol_count=0
export IMPL_path_max_fanout=9
export IMPL_routed_wirelength_mm=119
export IMPL_postSynthCellCount=3509
export IMPL_unclocked_regs=39
export IMPL_p_int_mw=2.43
export IMPL_cts_resized=0
export IMPL_postCtsSetupBuffers=0
export IMPL_grt_start_max_net_pins=77
export IMPL_yosys_area_top_type="fa_1"
export IMPL_synth_stat_cells=3509
export IMPL_grt_met3_usage_pct=15.4
export IMPL_io_buffers=244
export IMPL_fin_crit_sh_pct=53.2
export IMPL_place_gp_congestion=1.07
export IMPL_power_density_nw_per_um2=207
export IMPL_startpoint_type="input pin"
export IMPL_finalMaxSlewViolations=0
export IMPL_grtUsageTotal_pct=36.9
export IMPL_tightest_slew_ps=1120
export IMPL_leakage_nw=14.0
export IMPL_design_core_area_um2=66300
export IMPL_async_flop_share_pct=0
export IMPL_antenna_found_initial=5
export IMPL_place_inst=4467
export IMPL_chip_area_um2=68600
export IMPL_ff_type="dlxtn_1"
export IMPL_synth_cell_types=98
export IMPL_die_height_um=262
export IMPL_ant_nets=0
export IMPL_viasPerCell=5.88
export IMPL_maxCapViolCount=0
export IMPL_p_switching_mw=3.80
export IMPL_ir_drop_uv=550
export IMPL_drc_errors=0
export IMPL_swShare_pct=61.0
export IMPL_setup_viol=0
export IMPL_num_rows=94
export IMPL_vias=26288
export IMPL_nFillCells=6789
export IMPL_grt_util_met1_pct=48.2
export IMPL_status="complete, no violations"
export IMPL_untimed_endpoints=72
export IMPL_ys_area_um2=27000
==> metal layers <==
| metal | part of all wire, % | wire, um |
|---|---|---|
| met5 | 0.023 | 27 |
| met4 | 6.2 | 7390 |
| met3 | 13 | 15400 |
| met2 | 43 | 51500 |
| met1 | 38 | 44900 |
==> logic make-up after synthesis <==
logic type	Yosys count	share of synthesized area, %
and+or+nand+nor	1091	17.1
buffers and inverters	760	12.1
AOI/OAI and AO/OA	704	17.0
adders and majority gates	660	42.0
muxes	140	5.79
xor gates and xnor gates	114	3.75
latches	39	2.17
other	1	0.0139
==> cell type report <==
| type | instances | area, um2 | area share (%) |
|---|---|---|---|
| antenna | 7 | 17.5 | 0.0584 |
| inverter | 500 | 1880 | 6.26 |
| multi-input combinational | 2736 | 23400 | 77.9 |
| sequential | 39 | 591 | 1.97 |
| tap | 864 | 1080 | 3.60 |
| timing repair buffer | 328 | 3070 | 10.2 |
==> per-stage QoR <==
stage	util (%)	power (mW)	setup WS, ps	hold WS, ps	instance area (um2)
finish	45.2	6.22	14370	12280	30000
detailed placement	45.2	6.07	14380	12280	30000
global route	45.2	6.76	14140	12280	30000
CTS	45.2	6.10	14360	12280	30000
floorplan	-	4.16	16060	12350	27100
global placement	45.2	6.08	14390	12280	30000
==> final timing paths <==
check,from,endpoint,slack [ps],cells past startpoint
worst max-delay path,SignExtResult_EX[5],ALUAddResult_EX[31],14370,13
worst min-delay path,PCAddResult_EX[0],ALUAddResult_EX[0],12280,0
==> critical path: stages <==
cell,delay (ps)
clkdlybuf4s50_1,730
ha_1,360
o211ai_1,180
nand2_1,140
a2111oi_0,670
o211ai_1,280
nand2_1,180
o31ai_1,150
o41ai_4,360
o2111ai_1,180
a21oi_1,210
xnor2_1,140
clkdlybuf4s50_1,480
==> state kept, by name, indices dropped and copies added, names as in the netlist <==
signal,cells
c4.ALUControl,6
c5.ALUResult,32
c5.Zero,1
==> power by group through the flow <==
stage / registers, mW / logic, mW / clock network [mW]
CTS: 0.00528 / 6.09 / 0
global route: 0.00547 / 6.75 / 0
==> cell usage after synthesis, drive strengths merged, types with 8 or more instances <==
master / count
o31ai: 8
ha: 249
o211ai: 39
nor3: 46
and3: 9
fa: 411
or4: 8
o21a: 20
o221ai: 17
clkbuf: 137
nor4: 28
a22oi: 15
a211oi: 19
or3: 15
nor2: 532
a222oi: 8
a31oi: 16
a211o: 10
nand2: 333
xor2: 21
o21bai: 21
xnor2: 92
mux2i: 124
inv: 490
dlxtn: 39
nand3: 33
nand2b: 16
o21ai: 219
nand4: 23
a21o: 39
clkinv: 10
o2111ai: 10
mux2: 12
a21oi: 155
nor2b: 17
buf: 123
a221o: 10
o22ai: 22
a221oi: 27
Power and IR drop assume default switching activity.
