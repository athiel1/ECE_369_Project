File: flow/config.mk
export PLATFORM = sky130hd
export DESIGN_NAME = Mux32Bit3To1
export DESIGN_NICKNAME = Mux32Bit3To1
export VERILOG_FILES = /design/flow/design.v
export SDC_FILE = /design/flow/constraint.sdc
export NUM_CORES = 4
export LEC_CHECK = 1
export CORE_AREA = 10 10 70 70
export DIE_AREA = 0 0 80 80
File: flow/constraint.sdc
current_design Mux32Bit3To1

set clk_period 1.0
set clk_io_pct 0.2

create_clock -name clk0 -period $clk_period

set non_clock_inputs [all_inputs -no_clocks]
set_input_delay [expr $clk_period * $clk_io_pct] -clock clk0 $non_clock_inputs
set_output_delay [expr $clk_period * $clk_io_pct] -clock clk0 [all_outputs]
File: flow/design.v
`timescale 1ns / 1ps
module Mux32Bit3To1(inA, inB, inC, sel, out);
    input [31:0] inA;
    input [15:0] inB;
    input [7:0] inC;
    input sel;
    output reg [31:0] out;
    always @(*) begin
    if (sel == 0) begin
        out <= inA;
    end 
    if (sel == 1) begin
        out <= inB;
    end
    if (sel == 2) begin
        out <= inC;
    end
    end
endmodule
File: flow/run.sh
#!/bin/bash
# OpenROAD 26Q1-2900-gdf79404cd8, Yosys 0.63+post, stock flow scripts
make -C /OpenROAD-flow-scripts/flow DESIGN_CONFIG=/design/flow/config.mk WORK_HOME=/design/flow/orfs finish
==> run_results.csv <==
group,metric,value,unit
critical_path,worstSetupEndpoint,"out[15]",
synthesis,ys_area,308,um^2
final_layout,final-comb-area,362,um^2
floorplan,initCoreUtil,9.01,%
routing,routed_wirelength,2790,um
placement,gp_congestion,0.832,
outcome,status,"finished, violations left",
synthesis,ys.warnings.count,1,
critical_path,required,800,ps
routing,vias_per_cell,3.68,
sta,slew_violations,0,
routing,first_pass_iters,2,
sta,hold_ws,791,ps
critical_path,path_cells,"buf_12 -> buf_16 -> buf_6 -> mux2_4 -> buf_6",
critical_path,critical-path-slowest-cell,"mux2_4",
critical_path,slowest_delay,290,ps
worst_hold_path,holdCritPathClass,"in2out",
floorplan,ios,89,
floorplan,coreArea,0.00342,mm^2
final_layout,syn_to_final_growth,306,%
critical_path,critical_path_depth,5,
sta,slew_headroom,93.9,%
routing,wire_per_inst,16.7,um
power,vdd_drop_max,0.000138,V
global_routing,grt_start_max_net_pins,10,
critical_path,crit_fanout,5,
placement,portBuffers,81,
sta,worst_pin_slew,91.7,ps
synthesis,top_area_cell,"mux2_2",
routing,drt-initial-drc-count,21,
synthesis,syn_avg_cell_area,8.79,um^2
floorplan,rows,21,
synthesis,ys_types,4,
floorplan,die_area,0.00640,mm^2
final_layout,lay_top_count,"dlygate4sd2_1",
placement,post-place-ws,-849,ps
global_routing,overflow,0,
floorplan,die_h,80,um
job,tool_warnings,42,
critical_path,crit_top_cell,"buf_6",
sta,setup_ws,-152,ps
synthesis,synth_cells,35,
synthesis,yosys-top-cells-area,"mux2_2 59%, nor2b_1 33%, buf_6 7.3%, buf_2 1.6%",
global_routing,grt_pass1_vias,726,
job,cap_violations,0,
synthesis,yosysTopAreaCellShare,58.5,%
synthesis,ys_seq_share,0,%
critical_path,arrival,950,ps
synthesis,yosys_cells,35,
sta,fmax,0.868,GHz
outcome,violations,"setup timing",
final_layout,stdcell_count,167,
critical_path,crit_type,"in2out",
placement,hpwlAfterDp,2290,um
sta,period_needed,1150,ps
sta,report.final.setup_viol,17,
power,p_leak,0.679,nW
final_layout,fillerInstances,361,
critical_path,start_kind,"primary input",
global_routing,antenna_found_initial,0,
critical_path,cp-startpoint,"sel",
final_layout,regArea,0,um^2
synthesis,syn_area,308,um^2
power,finalPower,0.470,mW
sta,finalCritPeriodShare,115,%
routing,num_vias,615,
final_layout,drive_gt1_share,50.4,%
global_routing,track_usage,7.78,%
power,power_density,376,mW/mm^2
routing,ant_nets,0,
sta,hold_viol,0,
final_layout,clkbuf_count,0,
global_routing,grt_pass1_wl,3920,um
routing,diodes,0,
critical_path,critPathBufInv,4,
placement,placed_cells_incl_taps,162,
floorplan,fp.dieW,80,um
final_layout,flop-count,0,
critical_path,critPathCaptureType,"primary output",
sta,rsz0062_at_grt,"true",
worst_hold_path,hold_depth,3,
final_layout,final_layout_top_logic_cells,"48 x dlygate4sd2_1, 20 x buf_2, 15 x mux2_4",
critical_path,path_delay_family,"buffers and inverters",
routing,drc,0,
timing repair:
item                       in CTS  in global routing
buffers inserted                2                  0
gates cloned                    3                  0
hold buffers                    0                  0
setup endpoints to repair      32                 29
gates resized                 184                 12
cell usage after synthesis, drive strengths merged:
master and instances:
mux2 16, buf 3, nor2b 16
logic make-up (layout without fill, tap and decap cells):
| kind of cell | Yosys count | after routing | share of synthesized area (%) |
|---|---|---|---|
| buffers and inverters | 3 | 89 | 8.94 |
| multiplexers | 16 | 16 | 58.5 |
| AND/OR/NAND/NOR | 16 | 16 | 32.5 |
cell type report:
| class | instances | area share [%] |
|---|---|---|
| multi-input cells | 32 | 28.9 |
| repair buffers | 89 | 66.5 |
| well taps | 46 | 4.60 |
stage by stage:
stage	util, %	TNS, ps	instance area [um^2]
6_report	36.6	-1220	1250
5_1_grt	36.6	-1720	1250
4_1_cts	34.8	-1240	1190
3_5_place_dp	34.7	-25860	1180
3_3_place_gp	34.7	-25860	1180
2_1_floorplan	-	0	308
routing by layer:
| layer | global-route usage (%) | share of wire (%) | vias to the layer above |
|---|---|---|---|
| met5 | 0 | 0 | - |
| met4 | 0 | 0 | 0 |
| met3 | 5.23 | 16 | 0 |
| met2 | 13.9 | 48 | 56 |
| met1 | 7.78 | 36 | 267 |
| li1 | - | - | 292 |
how the worst min path moves through the flow:
stage	start	endpoint	slack, ps
4_1_cts	inB[6]	out[6]	800
5_1_grt	inA[11]	out[11]	810
6_report	inA[19]	out[19]	790
power breakdown:
part           switching [mW]  total [mW]  internal, mW
clock network               0           0             0
logic                   0.120       0.470         0.350
registers                   0           0             0
Power is estimated from default activity; no workload was simulated.
